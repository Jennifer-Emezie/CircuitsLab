`flow/constraint.sdc`:
```
current_design task2_top

set clk_period 1.8
set clk_io_pct 0.2

create_clock -name clk0 -period $clk_period

set non_clock_inputs [all_inputs -no_clocks]
set_input_delay [expr $clk_period * $clk_io_pct] -clock clk0 $non_clock_inputs
set_output_delay [expr $clk_period * $clk_io_pct] -clock clk0 [all_outputs]
```
`flow/design.v`:
```
module task2_top(
	input logic [9:0] SW,
	output logic [6:0] HEX0, HEX1, HEX2
);
	hexto7seg	SEG0(.out(HEX0), .in(SW[3:0]));
	hexto7seg	SEG1(.out(HEX1), .in(SW[7:4]));
	hexto7seg	SEG2(.out(HEX2), .in({2'b00, SW[9:8]}));
endmodule 
module hexto7seg (
	output logic [6:0] out, 
	input logic [3:0] in
);
	always_comb 
		case (in)
			4'h0: out = 7'b1000000;
			4'h1: out = 7'b1111001;
			4'h2: out = 7'b0100100;
			4'h3: out = 7'b0110000;
			4'h4: out = 7'b0011001;
			4'h5: out = 7'b0010010;
			4'h6: out = 7'b0000010;
			4'h7: out = 7'b1111000;
			4'h8: out = 7'b0000000;
			4'h9: out = 7'b0011000;
			4'ha: out = 7'b0001000;
			4'hb: out = 7'b0000011;
			4'hc: out = 7'b1000110;
			4'hd: out = 7'b0100001;
			4'he: out = 7'b0000110;
			4'hf: out = 7'b0001110;
			default: out = 7'b0000000;
		endcase
endmodule
```
`flow/config.mk`:
```
export PLATFORM = sky130hd
export DESIGN_NAME = task2_top
export DESIGN_NICKNAME = task2_top
export VERILOG_FILES = /design/flow/design.v
export SDC_FILE = /design/flow/constraint.sdc
export NUM_CORES = 4
export LEC_CHECK = 1
export CORE_AREA = 10 10 70 70
export DIE_AREA = 0 0 80 80
```
`flow/run.sh`:
```
#!/bin/bash
# OpenROAD 26Q1-2900-gdf79404cd8, Yosys 0.63+post, stock flow scripts
make -C /OpenROAD-flow-scripts/flow DESIGN_CONFIG=/design/flow/config.mk WORK_HOME=/design/flow/orfs finish
```
==> CHANGELOG.md <==
### Metrics

* Yosys Instances at 81
* Last weighted congestion value of the routability-driven placer at 0.857
* Critical path class: input pin to output port
* Distinct cell type count of the synthesized netlist at 26
* Most instantiated library cell after synthesis: nor2_1
* Final setup violation count at 0
* IO buf count at 30
* Outcome: complete, no violations
* Max_cap viols at 0
* Post-DP HPWL at 1.56 mm
* Fraction of met3 tracks used by global routing at 0.00227
* Number of core rows at 21
* FMAX at 0.569 GHz
* Syn Std Cell Area at 552 µm²
* Wire length reported by the detailed router at 1.91 mm
* Worst setup timing slack at the placement stage at -0.798 ns
* Wire length per cell after detailed routing at 11.2 µm
* Layout cell share with drive strength beyond 1 at 0.403
* Highest net fanout along the worst path at 4
* Top cells by instance count after synthesis: 13 x nor2_1, 12 x ha_1, 6 x inv_1, 6 x nand2_1
* Detailed-route DRC error count at 0
* Via count of the first global-routing pass at 639
* Height of the chip at 80 µm
* Cells taking the most area after synthesis: ha_1 27%, nor2_1 8.8%, buf_4 6.8%
* Synth Seq Share at 0
* Nature of the critical path endpoint: output port
* Remaining Overflow, GRT at 0
* Max IR drop VDD at 0.0000504 V
* Relative area change from synthesis to final layout at 98.0%
* Full die area at 6400 µm²
* Hold-fix buffer count after cts at 0
* Global Route met1 Usage at 0.0758
* Global route hottest layer: met2
* Clkbuf count at 0
* Count of non-filler cells in the finished layout at 170
* Antenna violations before repair at 0
* Number of max-slew violations in the final report at 0
* Data required time of the critical path at 1.44 ns
* Number of sequential storage elements at 0
* Mean instance size in the synthesized netlist at 6.81 µm²
* Horizontal die dimension at 80 µm
* Static leakage at 0.517 nW
* Core Footprint at 3420 µm²
* First-pass GRT wire length at 3.10 mm
* Hold Path Class: input pin to output port
* Diode count at 0
* Met2 usage at 0.102
* Setup repair after global routing missed its margin: no
* Final hold viol count at 0
* Drt first-iter violations at 30
* Power density over the cells at 215 nW/µm²
* Post-synthesis cell type with the largest combined area: ha_1
* Floorplan-stage core utilization at 0.162
* Count of placed standard cells including taps at 169
* Endpoint arrival time on the critical path at 1.40 ns
* Area share of the largest cell type after synthesis at 0.272
* Chip area from the yosys synthesis statistics at 552 µm²
* Number of search-and-repair iterations in the first detailed-routing pass at 4
* Maximum number of pins on one net before global-route repair at 10
* Final worst path period need at 1.76 ns
* Startpoint type of the worst setup path: input pin
* Vias post-DR at 680
* Overall routing resource usage at 0.0563
* Sequential standard cell area at 0 µm²
* Worst hold start: SW[2]
* Hold path cells at 3
* Number of I/O pins at 31
* Detailed-route vias per instance at 4.00
* Post-synthesis instance total at 81
* OpenROAD warnings at 42
* Share of the clock period used by the worst path at 0.976
* Slack of the critical path at 0.0427 ns
* Number of antenna-violating nets in the routed design at 0
* Ys Warns at 1
* Worst-case hold path end point: HEX0[0]
## placed cells by master, fill, tap and decap left out, types with 2 or more instances in the layout
cell type	netlist	final
a21oi_1	5	5
nor2_1	13	12
ha_4	0	5
inv_4	0	3
nand2_1	6	6
inv_1	6	2
or3b_1	2	2
o22ai_1	3	3
o21ai_1	4	4
buf_2	2	3
a22o_1	3	3
mux2i_1	2	2
ha_1	12	4
inv_2	1	2
buf_6	0	4
clkbuf_2	0	2
o32ai_2	0	2
nor2b_4	1	2
buf_4	5	18
o31ai_1	2	2
clkdlybuf4s50_1	0	6
o21ai_0	2	2
dlygate4sd2_1	0	14
ha_2	0	3
## layout make-up
| type | instances | area (µm²) |
|---|---|---|
| fillers | 355 | 2320 |
| well taps | 46 | 57.6 |
| inverters | 7 | 33.8 |
| repair buffers | 50 | 424 |
| multi-input cells | 67 | 577 |
## worst max-delay path by stage
| stage | end | cells after the start | slack [ns] | startpoint |
|---|---|---|---|---|
| finish | HEX0[6] | 6 | 0.04 | SW[1] |
| global route | HEX0[6] | 6 | 0.008 | SW[1] |
| CTS | HEX1[0] | 7 | 0.008 | SW[5] |
## critical path, cell delays in order
cell and delay (ns):
buf_2 0.12, buf_6 0.12, ha_4 0.16, mux2_4 0.27, a22o_1 0.19, clkdlybuf4s15_1 0.19
## layer usage
layer | vias to the layer above | wire, µm
li1 | 361 | -
met1 | 313 | 845
met2 | 6 | 1030
met3 | 0 | 36
met4 | 0 | 0
met5 | - | 0
## cells by family after synthesis
group	Yosys count	share of synthesized area
other cells	1	0.00680
compound gates	24	0.281
simple gates	26	0.229
mux	4	0.0771
buf+inv	14	0.134
fa+ha+maj	12	0.272
## where the power goes
part	switching [mW]	internal, mW	total (mW)
logic	0.0973	0.138	0.235
registers	0	0	0
clock network	0	0	0
## through the flow
step	hold slack [ns]	TNS [ns]	utilization	total power, mW	area [µm²]
detailed placement	1.60	-9.41	0.294	0.228	1000
CTS	1.23	0	0.321	0.235	1090
global placement	1.59	-9.20	0.294	0.228	1000
finish	1.18	0	0.320	0.235	1090
global route	1.24	0	0.320	0.259	1090
floorplan	0.730	0	-	0.0869	552
## what timing repair did
action / 4_1_cts / 5_1_grt
pin swaps: 2 / 1
buffers inserted: 1 / 0
setup endpoints to repair: 18 / 3
resized: 75 / 6
Power figures rest on the tool's default switching activity, not on a simulated workload.
