[/design/flow/design.v]
module clktick #(
	parameter WIDTH = 16
)(
  input  logic             clk,       
  input  logic             rst,       
  input  logic             en,        
  input  logic [WIDTH-1:0] N,     	  
  output logic  		       tick       
);
logic [WIDTH-1:0] count;
always_ff @ (posedge clk)
    if (rst) begin
        tick <= 1'b0;
        count <= N;  
        end
    else if (en) begin
	    if (count == 0) begin
		    tick <= 1'b1;
		    count <= N;
	        end
	    else begin
		    tick <= 1'b0;
		    count <= count - 1'b1;
	        end
        end
endmodule
module spi2dac (
	input  logic	    sysclk,			 
	input  logic [9:0]	data_in,	     
	input  logic       	load,	    	 
	output logic        dac_sdi,		 
	output logic        dac_cs,			 
	output logic        dac_sck		 
);
	parameter	BUF=1'b1;		 
	parameter	GA_N=1'b1;		 
	parameter	SHDN_N=1'b1;	 
	logic [3:0] cmd = {1'b0,BUF,GA_N,SHDN_N};   
	logic		clk_1MHz;   	 
	logic [4:0]	ctr;			 
	parameter	TC = 5'd24;   
	initial begin
		clk_1MHz = 1'b0;		 
		ctr = 5'b0;				 
	end
	always_ff @ (posedge sysclk)    
	  if (ctr==5'b0) begin
		  ctr <= TC;
		  clk_1MHz <= ~clk_1MHz;  
		end
	  else
		  ctr <= ctr - 1'b1;
	reg [1:0] 	sr_state;
	parameter	IDLE  = 2'b00,WAIT_CSB_FALL = 2'b01, WAIT_CSB_HIGH = 2'b10;
	reg			dac_start;		  
	initial begin
		sr_state = IDLE;
		dac_start = 1'b0;	 
		end
	always_ff @ (posedge sysclk)   
		case (sr_state)
			IDLE:	if (load==1'b1) sr_state <= WAIT_CSB_FALL;
			WAIT_CSB_FALL: if (dac_cs==1'b0) sr_state <= WAIT_CSB_HIGH;
			WAIT_CSB_HIGH: if (dac_cs==1'b1) sr_state <= IDLE;
			default: sr_state <= IDLE;
		endcase
	always @ (*)
		case (sr_state)
			IDLE: dac_start = 1'b0;
			WAIT_CSB_FALL: dac_start = 1'b1;
			WAIT_CSB_HIGH: dac_start = 1'b0;
			default: dac_start = 1'b0;
		endcase
	reg [4:0] 	state;
	initial	begin	
		state = 5'b0; dac_cs = 1'b1; 
		end
	always @(posedge clk_1MHz)   
		case (state)
			5'd0:	if (dac_start == 1'b1)     
						state <= state + 1'b1; 
					else 
						state <= 5'b0; 
			5'd17: 	state <= 5'd0;   
			default: state <= state + 1'b1;	 
		endcase
	always @ (*)	begin			 
		dac_cs = 1'b0; 
		case (state)
			5'd0: 	 dac_cs = 1'b1;
			5'd17:   dac_cs = 1'b1;
			default: dac_cs = 1'b0;
			endcase
		end  
	reg [15:0] shift_reg;
	initial	begin	
		shift_reg = 16'b0; 
		end
	always @(posedge clk_1MHz)
		if((dac_start==1'b1)&&(dac_cs==1'b1))		 
			shift_reg <= {cmd,data_in,2'b00};
		else 													 
			shift_reg <= {shift_reg[14:0],1'b0};
			assign dac_sck = !clk_1MHz&!dac_cs;
			assign dac_sdi = shift_reg[15];
endmodule
module lab6task3(
	input  logic            MAX10_CLK1_50, 				 
	input  logic            ADC_DOUT,					 
	output logic            DAC_CS, DAC_SDI, DAC_SCK,	 
	output logic            ADC_CS, ADC_CLK			 
);
	logic       tick_10k;			 
	logic [9:0] data_in; 			 
	logic [9:0] data_out; 			 
	logic	    data_valid;			 
	clktick  GEN_10K (.clk(MAX10_CLK1_50), .rst(1'b0), .en(1'b1), .N(16'd4999),  .tick(tick_10k));
	spi2adc SPI_ADC_INTERFACE (	
			.sysclk (MAX10_CLK1_50),
			.start (tick_10k),
			.data_from_adc (data_in),
			.data_valid (data_valid),
			.adc_cs (ADC_CS),
			.adc_sck (ADC_CLK),
			.sdata_from_adc (ADC_DOUT));
    spi2dac MCP4921 (
		   .sysclk(MAX10_CLK1_50), .data_in(data_out), .load(tick_10k),
		   .dac_cs(DAC_CS), .dac_sdi(DAC_SDI), .dac_sck(DAC_SCK) );
	processor	ALLPASS (.sysclk(MAX10_CLK1_50), 
						.data_in(data_in), .data_out(data_out), .data_valid(data_valid) );    
endmodule
module pulse_gen (
    input   logic clk,   
    input   logic rst,   
    input   logic in,    
    output  logic pulse  
);
    typedef enum {IDLE, IN_HIGH, WAIT_LOW}  my_state;
    my_state current_state, next_state;
    always_ff @(posedge clk)
        if (rst)    current_state <= IDLE;
        else        current_state <= next_state; 
    always_comb
        case (current_state)
            IDLE:       if (in==1'b1)   next_state = IN_HIGH;
                        else            next_state = current_state;
            IN_HIGH:    if (in==1'b1)   next_state = WAIT_LOW;
                        else            next_state = IDLE;
            WAIT_LOW:   if (in==1'b0)   next_state = IDLE;
                        else            next_state = current_state;
            default: next_state = IDLE;
        endcase
    always_comb
        case (current_state)
            IDLE:       pulse = 1'b0;
            IN_HIGH:    pulse = 1'b1;
            WAIT_LOW:   pulse = 1'b0;
            default:    pulse = 1'b0;
        endcase
endmodule
module spi2adc (
	input  logic	         sysclk,			 
	input  logic            start,			 
	input  logic            sdata_from_adc,	 
	output logic [9:0]      data_from_adc,	 
	output logic            data_valid,	     
	output logic            adc_cs,			 
	output logic            adc_sck		     
);
	logic			clk_1MHz;	             
	logic [4:0]	    ctr;			         
	logic			tick;			         
	parameter	    TERMINAL_CNT = 5'd24;    
	initial begin
		clk_1MHz = 0;			 
		ctr = 5'b0;				 
		tick = 1'b0;		
	end
	always_ff @ (posedge sysclk)   
	  if (ctr==0) begin
		  ctr <= TERMINAL_CNT;
		  if (clk_1MHz==1'b0)
				tick <= 1'b1;
		  clk_1MHz <= ~clk_1MHz;  
		end
	  else  begin
		  ctr <= ctr - 1'b1;
		  tick <= 1'b0;
		end
	logic [1:0]     sr_state;
	logic				 adc_start;
	parameter	    IDLE  = 2'b00,WAIT_CSB_FALL = 2'b01, WAIT_CSB_HIGH = 2'b10;
	initial begin
		sr_state = IDLE;
		adc_start = 1'b0;	 
		end
	always_ff @ (posedge sysclk)
		case (sr_state)
			IDLE:	if (start==1'b0) sr_state <= IDLE;
					else	begin
						sr_state <= WAIT_CSB_FALL;
						adc_start <= 1'b1;
						end  				
			WAIT_CSB_FALL: if (adc_cs==1'b1) sr_state <= WAIT_CSB_FALL;
					else sr_state <= WAIT_CSB_HIGH;
			WAIT_CSB_HIGH: if (adc_cs==1'b0) sr_state <= WAIT_CSB_HIGH;
					else begin
						sr_state <= IDLE;
						adc_start <= 1'b0;
						end	
			default: sr_state <= IDLE;
		endcase
	logic [4:0]         state;
	logic  	            adc_done, shift_ena;
	initial	begin	
		state = 5'b0; adc_cs = 1'b1; adc_done = 1'b0; 
		shift_ena <= 1'b0;
		end
	always_ff @(posedge sysclk)  
		if (tick==1'b1)  begin
		adc_cs <= 1'b0;  adc_done <= 1'b0;  shift_ena <= 1'b0;
		state <= state + 1'b1;
		case (state)
			5'd0:	begin
						if (adc_start==1'b0) begin
							state <= 5'd0;			 
							adc_cs <= 1'b1;		 
							end
						else begin
							state <= 5'd1;			 
							end
					end
			5'd4: shift_ena <= 1'b1;  			 
			5'd15: begin
						shift_ena <= 1'b0;
						adc_done <= 1'b1;
					 end
			5'd16: begin  
						adc_cs <= 1'b1;		 
						state <= 5'd0;  		 
					 end
			default: 				
						shift_ena <= 1'b1;	 
			endcase
		end	 
	logic [11:0]    shift_reg;
	initial	begin
			shift_reg = 12'b0;
			data_from_adc = 12'b0;
			end
	always_ff @(negedge sysclk)
		if  ((adc_cs==1'b0)&&(shift_ena==1'b1)&&(tick==1'b1))		 
				shift_reg <= {shift_reg[10:0], sdata_from_adc};
	always_ff @(posedge sysclk)
		if(adc_done) 					
				data_from_adc = shift_reg[11:2];
		assign adc_sck = !clk_1MHz & !adc_cs;
		assign data_valid = adc_cs;
endmodule
module processor (
	input  logic		sysclk,			 
	input  logic [9:0]	data_in,		 
	input  logic		data_valid,		 
	output logic [9:0] 	data_out		 
);
	logic [9:0]			x,y;
	logic				enable;
	parameter 		ADC_OFFSET = 10'd512;
	parameter 		DAC_OFFSET = 10'd512;
	assign x = data_in[9:0] - ADC_OFFSET;		 
	assign y = x;
	pulse_gen  PULSE (.clk(sysclk), .rst(1'b0), .in(data_valid), .pulse(enable) );
	always @(posedge sysclk)
		if (enable == 1'b1)
			data_out <=  y + DAC_OFFSET;
endmodule
[/design/flow/run.sh]
#!/bin/bash
# OpenROAD 26Q1-2900-gdf79404cd8, Yosys 0.63+post, stock flow scripts
make -C /OpenROAD-flow-scripts/flow DESIGN_CONFIG=/design/flow/config.mk WORK_HOME=/design/flow/orfs finish
[/design/flow/config.mk]
export PLATFORM = sky130hd
export DESIGN_NAME = lab6task3
export DESIGN_NICKNAME = lab6task3
export VERILOG_FILES = /design/flow/design.v
export SDC_FILE = /design/flow/constraint.sdc
export NUM_CORES = 4
export LEC_CHECK = 1
export CORE_UTILIZATION = 30
[/design/flow/constraint.sdc]
current_design lab6task3

set clk_period 4.8
set clk_io_pct 0.2

create_clock -name clk0 -period $clk_period [get_ports {MAX10_CLK1_50}]

set non_clock_inputs [all_inputs -no_clocks]
set_input_delay [expr $clk_period * $clk_io_pct] -clock clk0 $non_clock_inputs
set_output_delay [expr $clk_period * $clk_io_pct] -clock clk0 [all_outputs]
==> CHANGELOG.md <==
### Implementation results

* Yosys cell count at ~260
* Hold slack at 0.403 ns
* Switch share at 23.0%
* # diodes at 0
* Initial antenna violation count at 0
* Drc violations at 0
* Initial Util at 30.7%
* Critical-path maximum fanout at 12
* YS warnings at 5
* Endpoints left unconstrained at 21
* Outcome: finished clean
* Final setup fails at 0
* H-tree lvl count at 3
* Vias in the first global route at 1649
* AO/OA Area Share at approximately 2.3%
* Worst Tran Pin Value at between 0.8 and 0.9 ns
* 1st-iter DRT viols at slightly below 80
* Synth mux share at around 4.5%
* Post-CTS Hold Fix Bufs at 0
* Global-route wire length before repair at roughly 7.3 mm
* Total Routing Usage GR at 7.89%
* Share of post-route cells with drive strength above 1 at between 10% and 20%
* DP Wirelength at approximately 2.9 mm
* Slowest cell on crit path: and3b_1
* NetSw at roughly 330 uW
* Yosys stat area at approximately 0.0035 mm^2
* Number of flip-flops in the largest register at 16
* FILL cells at around 1100
* Req. time, crit path at 2.41 ns
* Chip Width at ~110 um
* Avg WL per Cell at 9.53 um
* Maximum VDD drop at roughly 0.24 mV
* Vias per cell at 4.15
* Post-Synth XOR/XNOR Area at about 4.3%
* Clk latency late pin at between 0.3 and 0.4 ns
* Largest net degree at the start of global routing at 22
* CTS tree: done
* Core Area at roughly 0.011 mm^2
* MaxCap Viol Count at 0
* Clk root buf: clkbuf_16
* Max incr delay on CP at about 0.57 ns
* Detailed-router iteration count before antenna repair at 4
* Dominant combinational family: simple AND/OR/NAND/NOR gates
* Crit Path Class: flip-flop to flip-flop
* Internal at roughly 1100 uW
* ANT nets after route at 0
* DIE HEIGHT at around 110 um
* Synth unique cells at 38
* Setup TNS at 0 ns
* Io pins at 7
* Register pins left without a clock at 19
* Hold Path Class: flip-flop to flip-flop
* Die area at 0.0121 mm^2
* Synthesis-to-finish area growth at 16.9%
* Clock slew at reported path FFs at roughly 0.07 ns
* CTS Buf Count at 9
* WL final at between 4 and 5 mm
* OpenROAD warning count at 40
* CP Capture Type: flip-flop
* CP top delay family: simple AND/OR/NAND/NOR gates
* Setup Skew at around 0.068 ns
* Postcts setup bufs at 0
* Port bufs at 6
* Leakage at ~0.0015 uW
* Buf/Inv on CP at 0
* Post-Synthesis Cells at 259
* Sequential Power Share at about half
* Finished Layout Cells at 434
* Post-Syn Area per Cell at between 10 and 15 um^2
* GP Congestion at 0.754
* DP Cell Count at ~400
* Fin. Hold Viols at 0
* Gr ovfl total at 0
* Longest Clk Path Bufs at 2
* Basic Gates by Area at between 15 and 20%
* # rows at 39
* Post-route cell area at just over 0.004 mm^2
* Combinational fraction of design power at 0.1%
* Unrepaired setup endpoints after global routing: no
* Post-synthesis cell area at roughly 0.0035 mm^2
* PD cells at ~350 mW/mm^2
* Placed cell area at between 0.003 and 0.004 mm^2
* Adder-Cell Fraction of Synth Area at under 10%
* Seq/Total Area, Yosys at 68.3%
* #FFs+latches synth at between 90 and 100
* Critical path startpoint category: flip-flop
* Max_slew headroom at 45.2%
* Arrival @ worst endpoint at approximately 1.5 ns
* Clock network fraction of total power at around half
* Resize count post-CTS at 0
* Final Max Tran Viols at 0
* CP Cell Sequence: and3b_1
* Vias post-DR at approximately 1800
## worst paths after layout
kind | startpoint | end | slack, ns | depth (start not counted)
setup / recovery | SPI_ADC_INTERFACE.tick$_SDFFE_PP0N_ | SPI_ADC_INTERFACE.shift_reg[10]$_DFFE_NP_ | 0.95 | 1
hold reg to reg | SPI_ADC_INTERFACE.shift_reg[0]$_DFFE_NP_ | SPI_ADC_INTERFACE.shift_reg[1]$_DFFE_NP_ | 0.40 | 0
setup reg to reg | SPI_ADC_INTERFACE.tick$_SDFFE_PP0N_ | SPI_ADC_INTERFACE.shift_reg[10]$_DFFE_NP_ | 0.95 | 1
hold / removal | SPI_ADC_INTERFACE.shift_reg[0]$_DFFE_NP_ | SPI_ADC_INTERFACE.shift_reg[1]$_DFFE_NP_ | 0.40 | 0
## cell type report
| class | instances | area, um^2 | share of cell area, % |
|---|---|---|---|
| Clock buffer | 9 | 225 | 5.50 |
| Clock inverter | 19 | 141 | 3.46 |
| Tap cell | 143 | 179 | 4.37 |
| Inverter | 17 | 63.8 | 1.56 |
| Timing Repair Buffer | 6 | 60.1 | 1.47 |
| Sequential cell | 96 | 2390 | 58.5 |
| Multi-Input combinational cell | 144 | 1030 | 25.2 |
## power groups by stage
stage / Combinational, uW / Sequential, uW / Clock, uW
4_1_cts: 0.788 / 694 / 736
5_1_grt: 0.868 / 693 / 775
6_report: 0.778 / 694 / 717
## cells in the mapped netlist
master,number,area [um^2]
xor2_1,9,78.8
o21a_1,1,7.51
ha_1,9,113
edfxtp_1,47,1410
nor2_1,25,93.8
or3_1,1,6.26
nand4_1,1,6.26
dfxtp_1,49,981
nor4_4,3,63.8
nor4b_1,1,8.76
inv_2,1,3.75
and2_1,2,12.5
nand3_2,1,10.0
nand3b_1,1,7.51
a21oi_1,6,30.0
mux2_2,9,101
nand2_1,12,45.0
a21o_2,1,8.76
nand4b_2,1,15.0
buf_6,1,11.3
a22oi_1,2,15.0
o21ai_0,4,20.0
nand2b_1,11,68.8
and4b_1,1,10.0
nand4b_1,1,8.76
nor2b_1,5,31.3
nand3_1,4,20.0
inv_1,17,63.8
nor3_2,1,10.0
mux2i_1,4,40.0
mux2_4,1,15.0
and3b_1,1,8.76
or2_2,4,25.0
and3_1,1,6.26
nand2_2,1,6.26
nor3_1,11,55.1
xnor2_1,8,70.1
or4_4,1,11.3
## stage by stage
stage	power, uW	util (%)	setup slack (ns)
2_1_floorplan	724	-	1.12
3_3_place_gp	725	32.7	0.781
3_5_place_dp	725	32.7	0.786
4_1_cts	1430	35.8	0.935
5_1_grt	1470	35.8	0.850
6_report	1410	35.8	0.949
## kinds of logic (layout without fill, tap and decap cells)
kind of cell               after synthesis  after routing
DFF                                     96             96
adders and majority gates                9              9
and+or+nand+nor                         90             90
muxes                                   14             14
AOI/OAI and AO/OA                       14             14
buffers and inverters                   19             51
xor gates and xnor gates                17             17
## routing by layer
layer / global-route usage [%] / part of all wire (%) / vias to the layer above
met2: 10.4 / 41 / 14
met3: 2.10 / 2.9 / 4
li1: - / - / 951
met5: 0 / 0 / -
met1: 13.9 / 56 / 833
met4: 1.05 / 0.36 / 0
## placed cells by master (no fill, tap or decap), types with 8 or more instances in the layout
master	instances
clkbuf_16	9
dfxtp_1	49
edfxtp_1	47
ha_1	9
inv_1	28
mux2_2	9
nand2_1	12
nand2b_1	11
nor2_1	25
nor3_1	11
xnor2_1	8
xor2_1	9
Power figures rest on the tool's default switching activity, not on a simulated workload.
