==> design.v <==
module clktick #(
	parameter WIDTH = 16
)(
  input  logic             clk,       
  input  logic             rst,       
  input  logic             en,        
  input  logic [WIDTH-1:0] N,     	  
  output logic  		       tick       
);
logic [WIDTH-1:0] count;
always_ff @ (posedge clk)
    if (rst) begin
        tick <= 1'b0;
        count <= N;  
        end
    else if (en) begin
	    if (count == 0) begin
		    tick <= 1'b1;
		    count <= N;
	        end
	    else begin
		    tick <= 1'b0;
		    count <= count - 1'b1;
	        end
        end
endmodule
module lab6task1 (
	input  logic			MAX10_CLK1_50, 				 
	input  logic			ADC_DOUT,					 
	output logic			ADC_CS, ADC_CLK,			 
	output logic [6:0]  	HEX0, HEX1, HEX2, HEX3		 
);
	logic  			tick_10k;						 
	logic [9:0] 	data_in; 					 
	logic			data_valid;					 
	logic [3:0]		bcd0, bcd1, bcd2, bcd3, bcd4;
	clktick  GEN_10K (.clk(MAX10_CLK1_50), .rst(1'b0), .en(1'b1), .N(16'd4999),  .tick(tick_10k));
	spi2adc SPI_ADC_INTERFACE (	
			.sysclk (MAX10_CLK1_50),
			.start (tick_10k),
			.data_from_adc (data_in),
			.data_valid (data_valid),
			.adc_cs (ADC_CS),
			.adc_sck (ADC_CLK),
			.sdata_from_adc (ADC_DOUT));
	bin2bcd_16 BCD_CONVERTER (.x({6'b0,data_in}), 
			.BCD0(bcd0), .BCD1(bcd1), .BCD2(bcd2), .BCD3(bcd3), .BCD4(bcd4));
	hexto7seg DISP0 (.out(HEX0), .in(bcd0));
	hexto7seg DISP1 (.out(HEX1), .in(bcd1));
	hexto7seg DISP2 (.out(HEX2), .in(bcd2));
	hexto7seg DISP3 (.out(HEX3), .in(bcd3));
endmodule
module spi2adc (
	input  logic	         sysclk,			 
	input  logic            start,			 
	input  logic            sdata_from_adc,	 
	output logic [9:0]      data_from_adc,	 
	output logic            data_valid,	     
	output logic            adc_cs,			 
	output logic            adc_sck		     
);
	logic			clk_1MHz;	             
	logic [4:0]	    ctr;			         
	logic			tick;			         
	parameter	    TERMINAL_CNT = 5'd24;    
	initial begin
		clk_1MHz = 0;			 
		ctr = 5'b0;				 
		tick = 1'b0;		
	end
	always_ff @ (posedge sysclk)   
	  if (ctr==0) begin
		  ctr <= TERMINAL_CNT;
		  if (clk_1MHz==1'b0)
				tick <= 1'b1;
		  clk_1MHz <= ~clk_1MHz;  
		end
	  else  begin
		  ctr <= ctr - 1'b1;
		  tick <= 1'b0;
		end
	logic [1:0]     sr_state;
	logic				 adc_start;
	parameter	    IDLE  = 2'b00,WAIT_CSB_FALL = 2'b01, WAIT_CSB_HIGH = 2'b10;
	initial begin
		sr_state = IDLE;
		adc_start = 1'b0;	 
		end
	always_ff @ (posedge sysclk)
		case (sr_state)
			IDLE:	if (start==1'b0) sr_state <= IDLE;
					else	begin
						sr_state <= WAIT_CSB_FALL;
						adc_start <= 1'b1;
						end  				
			WAIT_CSB_FALL: if (adc_cs==1'b1) sr_state <= WAIT_CSB_FALL;
					else sr_state <= WAIT_CSB_HIGH;
			WAIT_CSB_HIGH: if (adc_cs==1'b0) sr_state <= WAIT_CSB_HIGH;
					else begin
						sr_state <= IDLE;
						adc_start <= 1'b0;
						end	
			default: sr_state <= IDLE;
		endcase
	logic [4:0]         state;
	logic  	            adc_done, shift_ena;
	initial	begin	
		state = 5'b0; adc_cs = 1'b1; adc_done = 1'b0; 
		shift_ena <= 1'b0;
		end
	always_ff @(posedge sysclk)  
		if (tick==1'b1)  begin
		adc_cs <= 1'b0;  adc_done <= 1'b0;  shift_ena <= 1'b0;
		state <= state + 1'b1;
		case (state)
			5'd0:	begin
						if (adc_start==1'b0) begin
							state <= 5'd0;			 
							adc_cs <= 1'b1;		 
							end
						else begin
							state <= 5'd1;			 
							end
					end
			5'd4: shift_ena <= 1'b1;  			 
			5'd15: begin
						shift_ena <= 1'b0;
						adc_done <= 1'b1;
					 end
			5'd16: begin  
						adc_cs <= 1'b1;		 
						state <= 5'd0;  		 
					 end
			default: 				
						shift_ena <= 1'b1;	 
			endcase
		end	 
	logic [11:0]    shift_reg;
	initial	begin
			shift_reg = 12'b0;
			data_from_adc = 12'b0;
			end
	always_ff @(negedge sysclk)
		if  ((adc_cs==1'b0)&&(shift_ena==1'b1)&&(tick==1'b1))		 
				shift_reg <= {shift_reg[10:0], sdata_from_adc};
	always_ff @(posedge sysclk)
		if(adc_done) 					
				data_from_adc = shift_reg[11:2];
		assign adc_sck = !clk_1MHz & !adc_cs;
		assign data_valid = adc_cs;
endmodule
module bin2bcd_16(
	input  logic [15:0] x,			 
	output logic [3:0]  BCD0, BCD1, BCD2, BCD3, BCD4   
);
   logic [35:0] result;   
   integer i;
   always_comb
        begin
            result[35:0] = 0;
            result[15:0] = x;
            for (i=0; i<16; i=i+1) begin
                if (result[19:16] >= 5)
                    result[19:16] = result[19:16] + 4'd3;
                if (result[23:20] >= 5)
                    result[23:20] = result[23:20] + 4'd3;
                if (result[27:24] >= 5)
                    result[27:24] = result[27:24] + 4'd3;
                if (result[31:28] >= 5)
                    result[31:28] = result[31:28] + 4'd3;
                result = result << 1;
            end
            BCD0 = result[19:16];
                BCD1 = result[23:20];		
                BCD2 = result[27:24];
                BCD3 = result[31:28];
                BCD4 = result[35:32];
        end
endmodule
module hexto7seg (
	output logic [6:0] out, 
	input logic [3:0] in
);
	always_comb 
		case (in)
			4'h0: out = 7'b1000000;
			4'h1: out = 7'b1111001;
			4'h2: out = 7'b0100100;
			4'h3: out = 7'b0110000;
			4'h4: out = 7'b0011001;
			4'h5: out = 7'b0010010;
			4'h6: out = 7'b0000010;
			4'h7: out = 7'b1111000;
			4'h8: out = 7'b0000000;
			4'h9: out = 7'b0011000;
			4'ha: out = 7'b0001000;
			4'hb: out = 7'b0000011;
			4'hc: out = 7'b1000110;
			4'hd: out = 7'b0100001;
			4'he: out = 7'b0000110;
			4'hf: out = 7'b0001110;
			default: out = 7'b0000000;
		endcase
endmodule
==> run.sh <==
#!/bin/bash
# OpenROAD 26Q1-2900-gdf79404cd8, Yosys 0.63+post, stock flow scripts
make -C /OpenROAD-flow-scripts/flow DESIGN_CONFIG=/design/flow/config.mk WORK_HOME=/design/flow/orfs finish
==> config.mk <==
export PLATFORM = sky130hd
export DESIGN_NAME = lab6task1
export DESIGN_NICKNAME = lab6task1
export VERILOG_FILES = /design/flow/design.v
export SDC_FILE = /design/flow/constraint.sdc
export NUM_CORES = 4
export LEC_CHECK = 1
export CORE_UTILIZATION = 30
==> constraint.sdc <==
current_design lab6task1

set clk_period 9.4
set clk_io_pct 0.2

create_clock -name clk0 -period $clk_period [get_ports {MAX10_CLK1_50}]

set non_clock_inputs [all_inputs -no_clocks]
set_input_delay [expr $clk_period * $clk_io_pct] -clock clk0 $non_clock_inputs
set_output_delay [expr $clk_period * $clk_io_pct] -clock clk0 [all_outputs]
==> CHANGELOG.md <==
## Flow update

- Reg2Reg Setup Slack: 3.27 ns
- Die area: 16,700 µm²
- Reg clk slew, reported paths: 0.06 ns
- # port buffers: 28
- Max Freq: 110 MHz
- Tcrit/Tclk final: 0.966
- Leakage: 2.43 nW
- WL final: 10,000 µm
- Cells after synthesis: 557
- Relative slew slack: 0.516
- First-pass GRT wire length: 16,600 µm
- Post-synth EDFFs: 32
- Final setup violation count: 0
- Setup WS post-layout: 0.317 ns
- Vias in the first global route: 3,743
- Yosys Chip Area: 4850 µm²
- Tool warnings: 55
- DP Worst Slack: -0.118 ns
- Initial antenna violation count: 0
- Drc violations: 0
- Share of layout cells above drive strength 1: 0.233
- Seq share, synth: 0.301
- Final Util: 0.396
- Core ar.: 15,800 µm²
- Root Driver: clkbuf_16
- Post-layout minimum cycle time: 9.08 ns
- Post-synthesis cell count from yosys: 557
- Synth warn: 4
- Vias/cell: 5.09
- HP Class: flop to flop
- Fp_density: 0.307
- CTS Buffer Depth: 2
- Arr. time, crit path: 7.20 ns
- Total CTS buffers: 9
- Pwr Total: 0.000618 W
- Delay of the slowest cell on the worst path: 0.47 ns
- Most frequent cells in the layout: inv_1, nor2_1, nand2_1
- Critical Path RT: 7.52 ns
- CP most frequent cell: ha_1
- Syn Std Cell Area: 4850 µm²
- Fin Hold WS: 0.411 ns
- Clk_skew: 0.0713 ns
- Vias: 4,315
- Setup crit end kind: primary output
- Maximum vdd drop: 0.000156 V
- Reg2Reg Depth: 1
- Worst-margin pin slew: 0.726 ns
- Area delta synth->final: 29.1%
- # diodes: 0
- Rows: 46
- Largest net degree at the start of global routing: 25
- P per Cell Area: 98.7 nW/µm²
- CP max-delay cell: clkdlybuf4s50_1
- Htree depth: 3
- Yosys reg bits: 57
- Die y size: 129 µm
- Hold Path Depth: 0
- RSZ-0062 raised after global routing: true
- Num ports: 32
- Max-cap violations: 0
- CP Launch Type: flop
- Final hold violation count: 0
- Dpl hpwl: 7240 µm
- Total negative slack: 0 ns
- RePlAce Congestion: 0.865
- Pins Over Slew Limit: 0
- Synth area leaders: edfxtp_1, dfxtp_1, ha_1, nor2_1, nand2_1
- TritonRoute pass-1 iters: 4
- Max reg flops: 16
- WS Path Type: flop to primary output
- Sink Count: 57
- Dominant flop cell: edfxtp_1
- Drt first-iter violations: 219
- Syn_area_per_cell: 8.71 µm²
- Routed wire length per instance: 11.8 µm
- Worst skew pair latency: 0.39 ns
- Gr ovfl total: 0
- Leading area contributor after synthesis: edfxtp_1
- Global-route usage over all layers: 0.119
- CTS tree: done
- Top area contributor share: 0.198
- Die Width: 129 µm
- ANT nets after route: 0
- Outcome: finished, final reports clean
- Post-synth ARST share: 0
- Post-synthesis cell type count: 90
- Max FO, Critical Path: 6
==> final cells by class <==
class / count / area (µm²)
inverters: 44 / 170
multi-input cells: 435 / 3400
repair buffers: 68 / 594
flip-flops and latches: 57 / 1460
clock buffers: 10 / 250
clock inverters: 18 / 116
well taps: 216 / 270
fillers: 1453 / 9560
==> metal layers <==
layer	vias up	track usage	wire length (µm)
met1	2010	0.179	5000
met2	95	0.191	4580
met5	-	0	0
met3	10	0.0151	368
met4	0	0.0173	108
li1	2200	-	-
==> where the power goes <==
| group | internal (W) | switching (W) | total (W) |
|---|---|---|---|
| logic | 0.000000362 | 0.000000127 | 0.000000491 |
| clock network | 0.000230 | 0.000127 | 0.000357 |
| registers | 0.000261 | 0 | 0.000261 |
==> worst max-delay path, delay by kind of cell, from the launching register on <==
family | cells | cell delay [ns]
compound gates | 10 | 1.69
simple gates | 11 | 1.69
fa+ha+maj | 9 | 1.64
buf+inv | 7 | 0.91
mux | 2 | 0.41
flops | 1 | 0.40
xor+xnor | 1 | 0.16
==> per-stage QoR <==
step           area (µm²)  std cells
2_1_floorplan        4860        558
3_3_place_gp         5400        796
3_5_place_dp         5400        796
4_1_cts              5930        828
5_1_grt              6270        848
6_report             6270        848
==> cells in the mapped netlist (4+ instances only) <==
master and count:
o22ai_1 7, a21oi_1 32, o21ai_0 22, xnor2_1 17, nand2_1 47, or2_2 4
a211oi_1 10, mux2i_1 14, or3_1 7, o21a_1 8, edfxtp_1 32, xor2_1 5
a31oi_1 4, nor2_1 48, dfxtp_1 25, clkbuf_1 9, nor3_1 16, ha_1 35
o211ai_1 5, nand2b_1 9, nand3_1 19, mux2_2 7, o31ai_1 4, o21ai_1 8
buf_4 7, nor4_1 5, o22a_1 4, nor2b_1 6, or4_1 4, inv_1 40
a21o_1 5
==> worst paths after layout <==
| check | startpoint | end |
|---|---|---|
| max reg2reg | SPI_ADC_INTERFACE.tick$_SDFFE_PP0N_ | SPI_ADC_INTERFACE.shift_reg[7]$_DFFE_NP_ |
| min | SPI_ADC_INTERFACE.shift_reg[0]$_DFFE_NP_ | SPI_ADC_INTERFACE.shift_reg[1]$_DFFE_NP_ |
| min reg2reg | SPI_ADC_INTERFACE.shift_reg[0]$_DFFE_NP_ | SPI_ADC_INTERFACE.shift_reg[1]$_DFFE_NP_ |
| max | SPI_ADC_INTERFACE.data_from_adc[8]$_DFFE_PP_ | HEX1[4] |
==> kinds of logic after synthesis <==
logic type / after synthesis / synth area share
DFF: 57 / 0.301
AOI/OAI and AO/OA: 160 / 0.251
xor gates and xnor gates: 24 / 0.0464
and+or+nand+nor: 189 / 0.194
adders and majority gates: 35 / 0.0903
muxes: 24 / 0.0554
buffers and inverters: 66 / 0.0603
other: 2 / 0.00155
==> repair_timing <==
action,4_1_cts,5_1_grt
pin swaps,5,21
hold buffers,0,0
setup buffers,5,20
gates resized,23,43
setup endpoints to repair,14,14
Power is estimated from default activity; no workload was simulated.
